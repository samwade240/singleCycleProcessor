==> design/flow/design.v <==
module Mux(A, B, S, O);
	input A, B, S;
	output O;
	wire notS, w1, w2;
	not #1 n1(notS, S);
	and #2 a1(w1, A, notS);
	and #2 a2(w2, B, S);
	or #2 o1(O, w1, w2);
endmodule
module sixtyFourBitMux(A, B, S, O);
	input [63:0] A; 
	input [63:0] B;
	input S;
	output [63:0] O;
	genvar ii;
	generate
	for(ii = 0; ii < 64; ii = ii + 1)
	begin: gen_loop
		Mux a(A[ii], B[ii], S, O[ii]);
	end
	endgenerate
endmodule
==> design/flow/run.sh <==
#!/bin/bash
# OpenROAD 26Q1-2900-gdf79404cd8, Yosys 0.63+post, stock flow scripts
make -C /OpenROAD-flow-scripts/flow DESIGN_CONFIG=/design/flow/config.mk WORK_HOME=/design/flow/orfs finish
==> design/flow/config.mk <==
export PLATFORM = sky130hd
export DESIGN_NAME = sixtyFourBitMux
export DESIGN_NICKNAME = sixtyFourBitMux
export VERILOG_FILES = /design/flow/design.v
export SDC_FILE = /design/flow/constraint.sdc
export NUM_CORES = 4
export LEC_CHECK = 1
export CORE_AREA = 10 10 95 95
export DIE_AREA = 0 0 105 105
==> design/flow/constraint.sdc <==
current_design sixtyFourBitMux

set clk_period 1.0
set clk_io_pct 0.2

create_clock -name clk0 -period $clk_period

set non_clock_inputs [all_inputs -no_clocks]
set_input_delay [expr $clk_period * $clk_io_pct] -clock clk0 $non_clock_inputs
set_output_delay [expr $clk_period * $clk_io_pct] -clock clk0 [all_outputs]
==> results.cfg <==
; flow metrics
[finish]
final_cell_area_mm2 = 0.003228
flop_area_um2 = 0
area_growth_pct = 107.2
nClkBuffers = 0
final_cells = 369
utilization_pct = 46.74
combGateArea_um2 = 957.2
fill_cells = 693
post_route_cells_drive_above_1_share_pct = 53.11
seq_cells = 0

[timing]
fmax_mhz = 829.3
timing_hold_violations_final = 0
post-route-min-period_ns = 1.206
rsz0062_at_grt = yes
finalClockPeriodUsage_pct = 120.6
timing.slew.headroom_pct = 95.03
tightest_slew_ns = 0.07451
finalSetupViolCount = 64
drv_slew = 0
setup_slack_ns = -0.2058

[power_and_ir_drop]
power_density_mw_per_mm2 = 405.6
totalPowerFinal_mw = 1.309
p_leak_nw = 1.686
irDropWorstVdd_mv = 0.1865

[setup_path]
critPathLaunchType = input pin
cp_top_family = buffers and inverters
cpMaxStageDelayCell = mux2_4
crit_path_end_kind = primary output
worstPathRequired_ns = 0.80
cp_max_fo = 7
crit_path_max_incr_delay_ns = 0.30
worstPathArrival_ns = 1.01
path_class = in -> out
path_cells = buf_16, buf_12, buf_16, mux2_4, buf_6
cp_common_cell = buf_16
cp.buffers_inverters = 4

[outcome]
violations = setup timing
status = complete, but fails checks

[global_route]
grt_pass1_wl_mm = 9.052
grt_start_max_net_pins = 15
grt_pass1_vias = 1550
antenna_found_initial = 0
grt_util_all_layers_pct = 10.20
grt_overflow = 0

[logic_synthesis]
yosysCellCount = 135
synth.cell_area_mm2 = 0.001558
synth_cells = 135
avgSynthCellArea_um2 = 11.54
ys_area_mm2 = 0.001558
ys_seq_share_pct = 0
synth_cell_type_count = 5
yosys_warnings = 0

[cts]
hold_buffers = 0

[placed_design]
place_area_mm2 = 0.003043
place_hpwl_mm = 5.238
io_buffers = 193
place_congestion = 0.7542
place_inst = 356

[route]
vias = 1417
routedWlPerCell_um = 17.17
drt_first_pass_iters = 2
routed_via_density = 3.840
drcViolationCount = 0
drtIter0Drc = 15
antenna_cells = 0
antenna_left = 0
wl_mm = 6.336

[floorplan]
fp-utilization_pct = 22.55
dieArea_mm2 = 0.01103
die_x_um = 105
coreArea_mm2 = 0.006907
die-height_um = 105
io_pins = 193
rows = 30

[job]
maxCapViolCount = 0
openroad.warnings = 35

[worst_hold_path]
hp-class = in -> out
whs_endpoint = O[19]
min_from = A[19]
hold_depth = 3
-- cells by family after synthesis --
| group | count (synthesis) | synth area share (%) |
|---|---|---|
| buffers and inverters | 71 | 39.28 |
| muxes | 64 | 60.72 |
-- cell usage after synthesis --
cell type  count  area, um2
buf_12         6      120.1
buf_4         64      480.5
buf_6          1      11.26
mux2_4        60      900.9
mux2_2         4      45.04
-- cell usage in the layout, fill, tap and decap left out, drive strengths merged --
master	Yosys	final
buf	71	77
bufbuf	0	1
clkbuf	0	3
clkdlybuf4s50	0	44
dlygate4sd2	0	81
dlymetal6s2s	0	3
mux2	64	64
-- power by group --
group,leakage (nW),switching (mW),internal (mW)
clock network,0,0,0
logic,1.69,0.283,1.03
registers,0,0,0
-- metal layers --
layer  up-vias  track usage [%]  wire length (um)
li1        679                -                 -
met1       628            11.06              2330
met2       110            18.28              3194
met3         0            5.342               811
met4         0                0                 0
met5         -                0                 0
-- stage by stage --
| step | hold slack [ns] | setup slack [ns] | setup TNS, ns |
|---|---|---|---|
| after global placement | 1.387 | -0.5381 | -32.20 |
| after floorplan | 0.5902 | -0.07588 | -4.239 |
| after global routing | 0.7226 | -0.2296 | -10.30 |
| after detailed placement | 1.385 | -0.5438 | -32.36 |
| after CTS | 0.7980 | -0.2273 | -10.23 |
| final | 0.7033 | -0.2058 | -9.155 |
-- layout make-up --
cell class / count / share of cell area, %
timing repair buffer: 209 / 66.63
multi-input combinational: 64 / 29.65
tap: 96 / 3.721
-- what timing repair did --
action,in CTS,in global routing
resized,312,20
gates cloned,5,3
setup buffers,4,2
endpoints found under the setup margin,64,64
-- how the worst max path moves through the flow --
stage / startpoint / end / slack [ns] / cells after the start
4_1_cts: S / O[20] / -0.23 / 5
5_1_grt: S / O[1] / -0.23 / 5
6_report: S / O[23] / -0.21 / 5
Power and IR drop assume default switching activity.
