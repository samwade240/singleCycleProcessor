<file path="flow/config.mk">
export PLATFORM = sky130hd
export DESIGN_NAME = decoder
export DESIGN_NICKNAME = decoder
export VERILOG_FILES = /design/flow/design.v
export SDC_FILE = /design/flow/constraint.sdc
export NUM_CORES = 4
export LEC_CHECK = 1
export CORE_AREA = 10 10 71 71
export DIE_AREA = 0 0 81 81
</file>
<file path="flow/constraint.sdc">
current_design decoder

set clk_period 2.4
set clk_io_pct 0.2

create_clock -name clk0 -period $clk_period

set non_clock_inputs [all_inputs -no_clocks]
set_input_delay [expr $clk_period * $clk_io_pct] -clock clk0 $non_clock_inputs
set_output_delay [expr $clk_period * $clk_io_pct] -clock clk0 [all_outputs]
</file>
<file path="flow/design.v">
module decoder(i1, i2, i3, i4, i5, i6,O);
	input i1, i2, i3, i4, i5, i6;
	output [63:0]O;
	wire noti1, noti2, noti3, noti4, noti5, noti6;
	not #1 n1(noti1,i1);
	not #1 n2(noti2,i2);
	not #1 n3(noti3,i3);
	not #1 n4(noti4,i4);
	not #1 n5(noti5,i5);
	not #1 n6(noti6,i6);
	and #3 a63(O[0], noti1, noti2, noti3, noti4, noti5, noti6);
	and #3 a0(O[1], noti1, noti2, noti3, noti4, noti5, i6);
	and #3 a1(O[2], noti1, noti2, noti3, noti4, i5, noti6);
	and #3 a2(O[3], noti1, noti2, noti3, noti4, i5, i6);
	and #3 a3(O[4], noti1, noti2, noti3, i4, noti5, noti6);
	and #3 a4(O[5], noti1, noti2, noti3, i4, noti5, i6);
	and #3 a5(O[6], noti1, noti2, noti3, i4, i5, noti6);
	and #3 a6(O[7], noti1, noti2, noti3, i4, i5, i6);
	and #3 a7(O[8], noti1, noti2, i3, noti4, noti5, noti6);
	and #3 a8(O[9], noti1, noti2, i3, noti4, noti5, i6);
	and #3 a9(O[10], noti1, noti2, i3, noti4, i5, noti6);
	and #3 a10(O[11], noti1, noti2, i3, noti4, i5, i6);
	and #3 a11(O[12], noti1, noti2, i3, i4, noti5, noti6);
	and #3 a12(O[13], noti1, noti2, i3, i4, noti5, i6);
	and #3 a13(O[14], noti1, noti2, i3, i4, i5, noti6);
	and #3 a14(O[15], noti1, noti2, i3, i4, i5, i6);
	and #3 a15(O[16], noti1, i2, noti3, noti4, noti5, noti6);
	and #3 a16(O[17], noti1, i2, noti3, noti4, noti5, i6);
	and #3 a17(O[18], noti1, i2, noti3, noti4, i5, noti6);
	and #3 a18(O[19], noti1, i2, noti3, noti4, i5, i6);
	and #3 a19(O[20], noti1, i2, noti3, i4, noti5, noti6);
	and #3 a20(O[21], noti1, i2, noti3, i4, noti5, i6);
	and #3 a21(O[22], noti1, i2, noti3, i4, i5, noti6);
	and #3 a22(O[23], noti1, i2, noti3, i4, i5, i6);
	and #3 a23(O[24], noti1, i2, i3, noti4, noti5, noti6);
	and #3 a24(O[25], noti1, i2, i3, noti4, noti5, i6);
	and #3 a25(O[26], noti1, i2, i3, noti4, i5, noti6);
	and #3 a26(O[27], noti1, i2, i3, noti4, i5, i6);
	and #3 a27(O[28], noti1, i2, i3, i4, noti5, noti6);
	and #3 a28(O[29], noti1, i2, i3, i4, noti5, i6);
	and #3 a29(O[30], noti1, i2, i3, i4, i5, noti6);
	and #3 a30(O[31], noti1, i2, i3, i4, i5, i6);
	and #3 a31(O[32], i1, noti2, noti3, noti4, noti5, noti6);
	and #3 a32(O[33], i1, noti2, noti3, noti4, noti5, i6);
	and #3 a33(O[34], i1, noti2, noti3, noti4, i5, noti6);
	and #3 a34(O[35], i1, noti2, noti3, noti4, i5, i6);
	and #3 a35(O[36], i1, noti2, noti3, i4, noti5, noti6);
	and #3 a36(O[37], i1, noti2, noti3, i4, noti5, i6);
	and #3 a37(O[38], i1, noti2, noti3, i4, i5, noti6);
	and #3 a38(O[39], i1, noti2, noti3, i4, i5, i6);
	and #3 a39(O[40], i1, noti2, i3, noti4, noti5, noti6);
	and #3 a40(O[41], i1, noti2, i3, noti4, noti5, i6);
	and #3 a41(O[42], i1, noti2, i3, noti4, i5, noti6);
	and #3 a42(O[43], i1, noti2, i3, noti4, i5, i6);
	and #3 a43(O[44], i1, noti2, i3, i4, noti5, noti6);
	and #3 a44(O[45], i1, noti2, i3, i4, noti5, i6);
	and #3 a45(O[46], i1, noti2, i3, i4, i5, noti6);
	and #3 a46(O[47], i1, noti2, i3, i4, i5, i6);
	and #3 a47(O[48], i1, i2, noti3, noti4, noti5, noti6);
	and #3 a48(O[49], i1, i2, noti3, noti4, noti5, i6);
	and #3 a49(O[50], i1, i2, noti3, noti4, i5, noti6);
	and #3 a50(O[51], i1, i2, noti3, noti4, i5, i6);
	and #3 a51(O[52], i1, i2, noti3, i4, noti5, noti6);
	and #3 a52(O[53], i1, i2, noti3, i4, noti5, i6);
	and #3 a53(O[54], i1, i2, noti3, i4, i5, noti6);
	and #3 a54(O[55], i1, i2, noti3, i4, i5, i6);
	and #3 a55(O[56], i1, i2, i3, noti4, noti5, noti6);
	and #3 a56(O[57], i1, i2, i3, noti4, noti5, i6);
	and #3 a57(O[58], i1, i2, i3, noti4, i5, noti6);
	and #3 a58(O[59], i1, i2, i3, noti4, i5, i6);
	and #3 a59(O[60], i1, i2, i3, i4, noti5, noti6);
	and #3 a60(O[61], i1, i2, i3, i4, noti5, i6);
	and #3 a61(O[62], i1, i2, i3, i4, i5, noti6);
	and #3 a62(O[63], i1, i2, i3, i4, i5, i6);
endmodule
</file>
<file path="flow/run.sh">
#!/bin/bash
# OpenROAD 26Q1-2900-gdf79404cd8, Yosys 0.63+post, stock flow scripts
make -C /OpenROAD-flow-scripts/flow DESIGN_CONFIG=/design/flow/config.mk WORK_HOME=/design/flow/orfs finish
</file>
==> qor.yml <==
die:
  ioPinCount: 70
  rows: 22
  die_w_um: 81
  fp_util: 0.1271
  die_area_um2: 6561
  area_inside_the_core_boundary_um2: 3633
  die_y_um: 81
clock_tree:
  post-cts-setup-buffer-count: 0
  cts-hold-fix-buffers: 0
finish:
  nFillCells: 392
  final-seq-area_um2: 0
  logic_area_um2: 473.0
  clkbuf_count: 0
  area.growth.synth_to_final_pct: 192.7
  n_sequential_cell: 0
  drive_gt1_frac: 0.1747
setup_path:
  worstPathArrival_ns: 1.85
  crit_required_ns: 1.92
  timing.critical_path.fanout_max: 6
  criticalPathCategory: "in -> out"
  cpPeakStageDelay_ns: 0.54
  worst_setup_path_start_kind: "input pin"
  cp_cell_sequence: "clkdlybuf4s15_2 > or4b_4 > nor2_1 > clkdlybuf4s50_1"
  kind_of_end_point_of_the_critical_path: "output pin"
  slowest_stage: "or4b_4"
synth:
  synth_cells: 95
  yosysChipArea_um2: 461.7
  number_of_cell_instances_after_yosys_synthesis: 95
  synth_warnings: 0
  synth_cell_type_count: 11
  syn-cell-area_um2: 461.7
  syn_avg_cell_area_um2: 4.860
  yosys.stat.seqShare: 0
global_route:
  grt_max_degree: 17
  wire_length_of_the_first_global_routing_pass_mm: 4.629
  grt.met1_usage: 0.1020
  gr-usage-met3: 0.02784
  first_global_vias: 863
  number_of_antenna_violations_at_the_first_check_in_global_routing: 0
  globalRouteTotalUtil: 0.08677
  grt.overflow.total: 0
  groute.layer.met2.usage: 0.1561
  grt_busiest_layer: "met2"
timing:
  finalSetupViolations: 0
  finalCritPeriodShare: 0.9702
  unrepaired_setup_endpoints_after_global_routing: "false"
  tightest_slew_ns: 0.2203
  hold_ws_ns: 1.532
  post-route-min-period_ns: 2.328
  hold_viol: 0
  slew_headroom: 0.8532
  finalMaxSlewViolations: 0
  max_freq_mhz: 429.5
  setup_tns_ns: 0
power_and_ir_drop:
  comb_power_share: 1.000
  p_leak_nw: 0.4669
  power_density_nw_per_um2: 81.80
  ir_worst_vdd_uv: 40.60
  switchingPower_uw: 51.67
  p_clk_frac: 0
  sequentialPowerShare: 0
  power.switching_fraction: 0.4675
  p_int_uw: 58.86
routing:
  routed_vias_inst: 3.967
  drt_first_iter_violations: 18
  drt-wirelength-per-cell_um: 14.59
  wirelength_mm: 3.122
  route.vias.total: 849
  post-route-drc-count: 0
  n_antenna_cell: 0
  postRouteAntennaNets: 0
  drt_pass1_iterations: 4
placed_design:
  buffer_ports.inserted: 70
  place.gp.congestion: 0.8287
  dp.final_hpwl_mm: 2.407
min_path:
  worst_hold_path_type: "in -> out"
status:
  status: "complete, no violations"
flow_run:
  warning_count: 32
  maxCapViolCount: 0
[synthesized netlist by cell type]
cell / instances / area, um2
nand4bb_1: 6 / 67.56
clkbuf_1: 10 / 37.54
or2_2: 1 / 6.260
nand2_1: 1 / 3.750
nor2_1: 64 / 240.2
nand2b_1: 2 / 12.51
buf_2: 1 / 5.000
nand4_1: 1 / 6.260
or4_1: 1 / 7.510
nand4b_1: 4 / 35.03
or4b_1: 4 / 40.04
[metal layers]
metal	part of all wire	wire (um)	up-vias
met5	0	0	-
met4	0.0086	27	0
met3	0.10	314	2
met2	0.48	1495	31
met1	0.41	1285	365
li1	-	-	451
[repair_timing]
action,4_1_cts,5_1_grt
pin swaps,4,2
resized,23,7
endpoints found under the hold margin,0,0
cloned,0,0
setup endpoints to repair,64,40
[power groups by stage]
stage | clock (mW) | combinational, mW | sequential (mW)
CTS | 0 | 0.111 | 0
finish | 0 | 0.111 | 0
global route | 0 | 0.120 | 0
[cell usage in the layout, fill, tap and decap left out]
| cell type | synthesis | final |
|---|---|---|
| clkdlybuf4s15_2 | 0 | 1 |
| nand2b_4 | 0 | 2 |
| buf_4 | 0 | 7 |
| nand4bb_2 | 0 | 2 |
| nor2_2 | 0 | 2 |
| or4b_4 | 0 | 4 |
| nand4bb_1 | 6 | 4 |
| nand4b_1 | 4 | 4 |
| clkbuf_2 | 0 | 3 |
| nand2_2 | 0 | 1 |
| nor2_1 | 64 | 62 |
| or2_4 | 0 | 1 |
| dlygate4sd2_1 | 0 | 3 |
| clkdlybuf4s50_1 | 0 | 63 |
| or4_4 | 0 | 1 |
| buf_12 | 0 | 3 |
| nand4_1 | 1 | 1 |
| buf_6 | 0 | 2 |
[cell families after synthesis]
kind of cell / synth area share
buffers and inverters: 0.09214
and+or+nand+nor: 0.9079
[cell type report]
type / instances / area share
Timing Repair Buffer: 82 / 0.6056
Multi-Input combinational cell: 84 / 0.3500
Tap cell: 48 / 0.04444
[worst max-delay path, delay by kind of cell]
family	cells	cell delay (ns)
and+or+nand+nor	2	0.67
buffers and inverters	2	0.70
[per-stage QoR]
stage / std cells / area [um2] / setup slack (ns) / power, mW / utilization
after global placement: 214 / 1308 / -0.2636 / 0.1043 / 0.3598
after floorplan: 95 / 461.7 / 0.7157 / 0.03846 / -
after detailed placement: 214 / 1308 / -0.2730 / 0.1039 / 0.3598
after global routing: 214 / 1351 / 0.002940 / 0.1202 / 0.3719
after CTS: 214 / 1353 / 0.004389 / 0.1109 / 0.3722
final: 214 / 1351 / 0.07162 / 0.1105 / 0.3719
[final timing paths]
path	cells after the start	from	slack, ns	to
worst max-delay path	4	i5	0.07	O[33]
worst min-delay path	4	i1	1.53	O[17]
No activity file was given, so power comes from the tool's default toggle rates.
