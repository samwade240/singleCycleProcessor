### ./run.sh
#!/bin/bash
# OpenROAD 26Q1-2900-gdf79404cd8, Yosys 0.63+post, stock flow scripts
make -C /OpenROAD-flow-scripts/flow DESIGN_CONFIG=/design/flow/config.mk WORK_HOME=/design/flow/orfs finish
### ./config.mk
export PLATFORM = sky130hd
export DESIGN_NAME = compare
export DESIGN_NICKNAME = compare
export VERILOG_FILES = /design/flow/design.v
export SDC_FILE = /design/flow/constraint.sdc
export NUM_CORES = 4
export LEC_CHECK = 1
export CORE_AREA = 10 10 83 83
export DIE_AREA = 0 0 93 93
### ./constraint.sdc
current_design compare

set clk_period 2.6
set clk_io_pct 0.2

create_clock -name clk0 -period $clk_period

set non_clock_inputs [all_inputs -no_clocks]
set_input_delay [expr $clk_period * $clk_io_pct] -clock clk0 $non_clock_inputs
set_output_delay [expr $clk_period * $clk_io_pct] -clock clk0 [all_outputs]
### ./design.v
module compare(A, B, O);
	input [63:0] A;
	input [63:0] B;
	output O;
	wire [63:0] temp;
	genvar i;
	generate
	for(i = 0; i < 64; i = i+1)
	begin: loop1
		xnor #2 (temp[i], A[i], B[i]);
	end
	endgenerate
	and #64 (O, temp[0], temp[1], temp[2], temp[3], temp[4], temp[5], temp[6], temp[7], temp[8], temp[9], 
		temp[10], temp[11], temp[12], temp[13], temp[14], temp[15], temp[16], temp[17], temp[18], temp[19],
		temp[20], temp[21], temp[22], temp[23], temp[24], temp[25], temp[26], temp[27], temp[28], temp[29],
		temp[30], temp[31], temp[32], temp[33], temp[34], temp[35], temp[36], temp[37], temp[38], temp[39],
		temp[40], temp[41], temp[42], temp[43], temp[44], temp[45], temp[46], temp[47], temp[48], temp[49],
		temp[50], temp[51], temp[52], temp[53], temp[54], temp[55], temp[56], temp[57], temp[58], temp[59],
		temp[60], temp[61], temp[62], temp[63]);
endmodule
==> flow_metrics.env <==
# source this file to load flow results
export IMPL_syn_cell_area_um2=698
export IMPL_dr_pass1_iters=3
export IMPL_start_kind="input pin"
export IMPL_ys_cells=85
export IMPL_grt_usage=0.0824
export IMPL_syn2layout_area_growth_pct=211
export IMPL_finalCritPeriodShare=0.952
export IMPL_drv_cap=0
export IMPL_dr_total_vias=1043
export IMPL_ys_top_cells_by_area="xor2_1 (80%), nor4_1 (14%), nand4_1 (3.6%)"
export IMPL_ant_nets=0
export IMPL_finalHoldViolations=0
export IMPL_post_synth_top_area_cell="xor2_1"
export IMPL_fp_util=0.136
export IMPL_dp_cells=284
export IMPL_grt_max_degree=2
export IMPL_avgSynthCellArea_um2=8.21
export IMPL_critPathCaptureType="output pin"
export IMPL_synth_cells=85
export IMPL_yosys_area_top_type_share=0.803
export IMPL_ys_warnings_count=0
export IMPL_final_area_um2=2170
export IMPL_ys_types=4
export IMPL_pwr_density_cell_nw_per_um2=135
export IMPL_cp_data_required_time_ps=2080
export IMPL_setup_viol=0
export IMPL_wirelength_mm=4.01
export IMPL_pre_cts_slack_ps=-403
export IMPL_synthTopCellsByCount="xor2_1 (64), nor4_1 (16), nand4_1 (4)"
export IMPL_grt_pass1_vias=1138
export IMPL_antenna_cells=0
export IMPL_post_dp_cell_area_um2=2080
export IMPL_arrival_ps=1960
export IMPL_slew_headroom=0.829
export IMPL_routed_via_density=3.67
export IMPL_fin_hold_ws_ps=1630
export IMPL_combGateArea_um2=757
export IMPL_setup_ws_ps=125
export IMPL_drv_slew=0
export IMPL_yosysMostFrequentCell="xor2_1"
export IMPL_place_gp_congestion=0.796
export IMPL_post_dp_hpwl_mm=3.87
export IMPL_seqCellArea_um2=0
export IMPL_hold_path_class="in -> out"
export IMPL_io_pins=129
export IMPL_drtIter0Drc=6
export IMPL_die_width_um=93
export IMPL_fillerInstances=517
export IMPL_flops=0
export IMPL_die_h_um=93
export IMPL_critPathMaxFanout=1
export IMPL_grt_pass1_wl_mm=5.72
export IMPL_placement_io_buffers=129
export IMPL_die_area_um2=8650
export IMPL_finalNonFillerCells=284
export IMPL_leakage_nw=0.950
export IMPL_max_vdd_ir_drop_v=0.0000487
export IMPL_rsz0062_at_grt="no"
export IMPL_ys_seq_frac=0
export IMPL_n_clock_buffer=0
export IMPL_layout_min_cycle_time_ps=2480
export IMPL_gr_total_overflow=0
export IMPL_drive_gt1_frac=0.0514
export IMPL_status="finished, final reports clean"
export IMPL_antenna_found_initial=0
export IMPL_drt_wirelength_per_cell_um=14.1
export IMPL_yosys_stat_area_um2=698
export IMPL_max_freq_mhz=404
export IMPL_core_area_um2=5140
export IMPL_total_power_mw=0.294
export IMPL_route_detailed_drc=0
export IMPL_num_rows=26
export IMPL_crit_type="in -> out"
export IMPL_tightestPinTransition_ps=254
export IMPL_openroad_warnings=32
export IMPL_hold_buffers=0
metrics by stage:
step | utilization | TNS [ps]
floorplan | - | 0
global placement | 0.404 | -395
detailed placement | 0.404 | -403
CTS | 0.408 | 0
global route | 0.423 | 0
finish | 0.423 | 0
path summary, 6_finish.rpt:
check             slack, ps  endpoint  cells after the start  startpoint
setup / recovery        120         O                      6       B[43]
hold / removal         1630         O                      6       B[51]
cell usage in the layout, fill, tap and decap left out:
cell type and count:
nor4_2 8, xor2_1 62, nor4_1 9, buf_2 1, xor2_2 2, nand4_1 4
dlymetal6s2s_1 17, clkdlybuf4s50_1 111
area by class of cell:
cell class	instances	area share
repair buffers	129	0.611
multi-input cells	85	0.348
well taps	70	0.0403
logic make-up (layout without fill, tap and decap cells):
| kind of cell | count (synthesis) | after routing | share of synthesized area |
|---|---|---|---|
| XOR/XNOR | 64 | 64 | 0.803 |
| buffers and inverters | 0 | 129 | 0 |
| AND/OR/NAND/NOR | 21 | 21 | 0.197 |
where the power goes:
part / internal, mW / switching, mW
Sequential: 0 / 0
Clock: 0 / 0
Combinational: 0.212 / 0.0820
Total: 0.212 / 0.0820
metal layers:
layer  GRT usage  vias to the layer above  share of wire
met2       0.158                       63           0.52
li1            -                      553              -
met5           0                        -              0
met3      0.0234                        0          0.079
met4           0                        0              0
met1      0.0930                      427           0.40
worst max-delay path: stages:
cell             delay, ps
clkdlybuf4s50_1        410
xor2_1                 170
nor4_2                 290
nand4_1                160
nor4_2                 250
buf_2                  150
repair_timing:
item                       CTS  global route
setup endpoints to repair    1             1
setup buffers                0             0
gates resized                7            22
gates cloned                 0             0
pin swaps                    7            19
Power is estimated from default activity; no workload was simulated.
